### /design/flow/config.mk
export PLATFORM = sky130hd
export DESIGN_NAME = Ddice
export DESIGN_NICKNAME = Ddice
export VERILOG_FILES = /design/flow/design.v
export SDC_FILE = /design/flow/constraint.sdc
export NUM_CORES = 4
export LEC_CHECK = 1
export CORE_AREA = 10 10 70 70
export DIE_AREA = 0 0 80 80
### /design/flow/run.sh
#!/bin/bash
# OpenROAD 26Q1-2900-gdf79404cd8, Yosys 0.63+post, stock flow scripts
make -C /OpenROAD-flow-scripts/flow DESIGN_CONFIG=/design/flow/config.mk WORK_HOME=/design/flow/orfs finish
### /design/flow/constraint.sdc
current_design Ddice

set clk_period 3.3
set clk_io_pct 0.2

create_clock -name clk0 -period $clk_period [get_ports {clk}]

set non_clock_inputs [all_inputs -no_clocks]
set_input_delay [expr $clk_period * $clk_io_pct] -clock clk0 $non_clock_inputs
set_output_delay [expr $clk_period * $clk_io_pct] -clock clk0 [all_outputs]
### /design/flow/design.v
`timescale 1ns / 1ps
module Ddice(
    input clk, rst, rb,
    input [3:0] sum,
    output reg roll, win, lose,
    output reg [2:0] next_state,
    output reg [3:0] prev_sum
);
    reg [2:0] state;
    parameter s0 = 3'b000;
    parameter s1 = 3'b001;
    parameter s2 = 3'b010;
    parameter s3 = 3'b011;
    parameter s4 = 3'b100;
    parameter s5 = 3'b101;
    initial begin
        win = 0;
        lose = 0;
        roll = 0;
        next_state = s0;
        state = s0;
        prev_sum = 0;
    end
    always @* begin
        win = 0;
        lose = 0;
        roll = 0;
        next_state = state;
        case(state)
            s0: begin
                win = 0;
                lose = 0;
                roll = 0;
                if (rb == 1)
                    next_state = s1;
                else
                    next_state = s0;
            end
            s1: begin
                if (rb == 1) begin
                    roll = 1;
                    if (sum == 3 || sum == 6 || sum == 9) begin
                        next_state = s2;
                    end else if (sum == 2 || sum == 8 || sum == 11) begin
                        next_state = s3;
                    end else begin
                        next_state = s4;
                    end
                end
            end
            s2: begin
                win = 1;
                if (rst == 1)
                    next_state = s0;
            end
            s3: begin
                lose = 1;
                if (rst == 1)
                    next_state = s0;
            end
            s4: begin
                if (rb == 1) begin
                    prev_sum = sum;
                    next_state = s5;
                end
            end
            s5: begin
                if (rb == 1) begin
                    roll = 1;
                    if (sum == 3 || sum == 6 || sum == 9) begin
                        lose = 1;
                        next_state = s3;
                    end else if (prev_sum == sum) begin
                        win = 1;
                        next_state = s2;
                    end else begin
                        prev_sum = sum;
                        next_state = s4;
                    end
                end
            end
        endcase
    end
    always @(posedge clk or posedge rst) begin
        if (rst)
            state <= s0;
        else
            state <= next_state;
    end
endmodule
==> flow_summary.json <==
{
  "post-layout-total-power_mw": 0.3296,
  "synth.yosys.num_cells": 52,
  "power.density_cell_area_nw_per_um2": 484.2,
  "clk_pin_slew_worst_paths_ns": 0.04,
  "clkLatencyLatePin_ns": 0.23,
  "chip_area_um2": 6400,
  "global_route.usage.total": 0.03836,
  "p_leak_nw": 0.3001,
  "timing.max_cap.violations": 0,
  "synthesis.area_per_instance_um2": 8.422,
  "remaining_routing_drc_violations": 0,
  "cts-buffers-inserted": 3,
  "worst_r2r_path_depth": 4,
  "mux_share": 0.06857,
  "global_route_wire_length_before_repair_um": 2021,
  "hold_path.class": "input port to async pin",
  "worst_ep_required_time_ns": 2.64,
  "drt-pass1-iter-count": 4,
  "totalNegativeSetupSlack_ns": 0,
  "max-clock-path-buffers": 2,
  "gr-total-overflow": 0,
  "die_width_um": 80,
  "avgRoutedWirePerCell_um": 11.18,
  "timing_hold_violations_final": 0,
  "dp.cells": 112,
  "layout-drive-gt1-share": 0.1000,
  "io_pins": 17,
  "vdd_drop_max_mv": 0.3486,
  "clock.fmax_mhz": 312.4,
  "post_synth_inst_count": 52,
  "register_pins_left_without_a_clock": 4,
  "r2r_slack_ns": 1.96,
  "floorplan.rows": 21,
  "regToRegEndpoint": "state[2]",
  "endpoints_left_unconstrained": 8,
  "outcome": "completed",
  "yosysChipArea_um2": 437.9,
  "synthAdderAreaFrac": 0,
  "via_count": 444,
  "grt_antenna_before_repair": 0,
  "max_stage_delay_ns": 0.56,
  "fp-utilization": 0.1282,
  "setup.worst_path.start_class": "input port",
  "core_area_um2": 3416,
  "critical_path.slowest_cell": "sky130_fd_sc_hd__clkdlybuf4s50_1",
  "yosys.area_share.xor_xnor": 0.1000,
  "tightestPinTransition_ns": 0.2999,
  "clock_tree.htree_level_count": 1,
  "final_max_slew_violation_tally": 0,
  "path_cells": "clkdlybuf4s50_1, and4bb_1, a31oi_2, nand2_1, a41o_1, clkdlybuf4s50_1",
  "kind_of_critical_path": "input port to output port",
  "setup.worst_path.end_class": "output port",
  "rsz_0062_raised_after_global_routing": "no",
  "synthTopLogicFamily": "AND-OR/OR-AND gates",
  "synth.cell_area_um2": 437.9,
  "synth.yosys.warnings": 5,
  "drc_violation_total_after_the_first_tritonroute_iteration": 8,
  "route.antenna.remaining_nets": 0,
  "area.growth.synth_to_final_pct": 55.43,
  "yosys.area_share.aoi": 0.2743,
  "die_height_um": 80,
  "place_hpwl_um": 1054,
  "grt_max_degree": 12,
  "fin_crit_sh": 0.9700,
  "cts_tree": "done",
  "drt-vias-per-instance": 3.828,
  "setup_viol": 0,
  "antennaDiodeCount": 0,
  "path_max_fanout": 8,
  "synth.distinct_cells": 29,
  "critPathArrivalTime_ns": 2.54,
  "fin_skew_ns": 0.001626,
  "post-cts-setup-buffer-count": 0,
  "finalWorstPathRequiredPeriod_ns": 3.201,
  "place.gp.congestion": 0.7974,
  "numPortBuffers": 16,
  "timing.slew.headroom": 0.7974,
  "regToRegStartpoint": "state[0]",
  "warning_count": 25,
  "ys_sh_simple": 0.1743,
  "synth_flop_count": 7,
  "cts-root-buf": "sky130_fd_sc_hd__clkbuf_4",
  "final_cell_count_no_fill": 116,
  "grt_pass1_vias": 435,
  "cpMostUsedCell": "sky130_fd_sc_hd__clkdlybuf4s50_1",
  "drt-total-wl_um": 1297
}
[timing repair]
action	4_1_cts	5_1_grt
hold buffers	0	0
resized	0	2
setup endpoints to repair	0	2
[stage by stage]
stage	setup slack (ns)	utilization	hold slack, ns	area, um2
after floorplan	1.107	-	0.4198	437.9
after global placement	0.05327	0.1901	0.6906	649.4
after detailed placement	0.04531	0.1901	0.7040	649.4
after CTS	0.03281	0.1978	0.6358	675.6
after global routing	0.01432	0.1993	0.6583	680.7
final	0.09891	0.1993	0.6418	680.7
[report_power, final]
group / switching, mW / internal, mW / total, mW
registers: 0.0357 / 0.0635 / 0.0992
clock network: 0.0182 / 0.0453 / 0.0635
logic: 0.0597 / 0.107 / 0.167
total: 0.114 / 0.216 / 0.330
[cells in the final DEF, fill, tap and decap left out, types with 2 or more instances in the layout]
cell type and n:
sky130_fd_sc_hd__o22ai_1 2, sky130_fd_sc_hd__xnor2_1 4, sky130_fd_sc_hd__nor2b_1 2, sky130_fd_sc_hd__nor2_1 2
sky130_fd_sc_hd__dlymetal6s2s_1 2, sky130_fd_sc_hd__dfrtp_1 3, sky130_fd_sc_hd__inv_1 5, sky130_fd_sc_hd__mux2i_1 3
sky130_fd_sc_hd__o21ai_0 2, sky130_fd_sc_hd__nand2_1 3, sky130_fd_sc_hd__clkdlybuf4s50_1 14, sky130_fd_sc_hd__a21oi_1 3
sky130_fd_sc_hd__dlxtn_1 4, sky130_fd_sc_hd__clkbuf_4 3
[cell type report]
type                            count  area [um2]
Tap cell                           46       57.56
Timing Repair Buffer               17       172.7
Clock buffer                        4       26.28
Fill cell                         393        2735
Sequential cell                     7       135.1
Inverter                            5       18.77
Multi-Input combinational cell     37       270.3
[cell usage after synthesis]
master                      number  area [um2]
sky130_fd_sc_hd__a31oi_2         1       12.51
sky130_fd_sc_hd__o41ai_1         1       8.760
sky130_fd_sc_hd__mux2i_1         3       30.03
sky130_fd_sc_hd__a41o_1          1       10.01
sky130_fd_sc_hd__dlxtn_1         4       60.06
sky130_fd_sc_hd__a21o_1          1       7.510
sky130_fd_sc_hd__nand3b_1        1       7.510
sky130_fd_sc_hd__nand4_1         1       6.260
sky130_fd_sc_hd__a222oi_1        1       10.01
sky130_fd_sc_hd__a31o_2          1       8.760
sky130_fd_sc_hd__o2bb2ai_1       1       8.760
sky130_fd_sc_hd__nor2b_1         2       12.51
sky130_fd_sc_hd__nor2_1          2       7.510
sky130_fd_sc_hd__and2_1          1       6.260
sky130_fd_sc_hd__buf_2           2       10.01
sky130_fd_sc_hd__dfrtp_1         3       75.07
sky130_fd_sc_hd__o31ai_1         1       7.510
sky130_fd_sc_hd__xor2_1          1       8.760
sky130_fd_sc_hd__xnor2_1         4       35.03
sky130_fd_sc_hd__inv_1           5       18.77
sky130_fd_sc_hd__nand2_1         3       11.26
sky130_fd_sc_hd__and4bb_1        1       12.51
sky130_fd_sc_hd__a21o_2          1       8.760
sky130_fd_sc_hd__nand3_1         1       5.000
sky130_fd_sc_hd__a21oi_1         3       15.01
sky130_fd_sc_hd__o22ai_1         2       12.51
sky130_fd_sc_hd__clkbuf_1        1       3.750
sky130_fd_sc_hd__o21ai_0         2       10.01
sky130_fd_sc_hd__nor3b_1         1       7.510
[worst max-delay path: cells and delay by family]
family / cells / cell delay (ns)
AND/OR/NAND/NOR: 2 / 0.39
AND-OR/OR-AND: 2 / 0.51
buffers and inverters: 2 / 0.98
[registers in the layout, summed over array words and instances (netlist names)]
name / count
prev_sum: 4
state: 3
[metal layers]
metal,routed length (um),global-route usage,vias to the layer above
li1,-,-,223
met1,578,0.04976,207
met2,601,0.05698,14
met3,118,0.01818,0
met4,0,0.007042,0
met5,0,0,-
[kinds of logic after synthesis]
family	Yosys count
DFF	3
buffers and inverters	8
and+or+nand+nor	13
muxes	3
AOI/OAI and AO/OA	16
xor gates and xnor gates	5
latches	4
[worst max path at each step]
stage | startpoint | to | slack [ns] | cells past startpoint
4_1_cts | sum[3] | next_state[1] | 0.03 | 6
5_1_grt | sum[2] | next_state[1] | 0.01 | 6
6_report | sum[2] | next_state[1] | 0.1 | 6
