### flow/design.v
`timescale 1ns/1ns
module PWM_generator (
    input wire clk,
    input wire reset,
    input wire [7:0] PWM_ontime,
    output reg PWM_out
);
wire [7:0] counter_out;
always @(posedge clk) begin
    if (reset)
        PWM_out <= 0;
    else if (PWM_ontime > counter_out)
        PWM_out <= 1;
    else
        PWM_out <= 0;
end
counter counter_inst (
    .clk(clk),
    .reset(reset),
    .counter_out(counter_out)
);
endmodule
module counter (
    output reg [7:0] counter_out,
    input wire clk,
    input wire reset
);
always @(posedge clk) begin
    if (reset)
        counter_out <= 8'b0;
    else
        counter_out <= counter_out + 1;
end
endmodule
### flow/run.sh
#!/bin/bash
# OpenROAD 26Q1-2900-gdf79404cd8, Yosys 0.63+post, stock flow scripts
make -C /OpenROAD-flow-scripts/flow DESIGN_CONFIG=/design/flow/config.mk WORK_HOME=/design/flow/orfs finish
### flow/config.mk
export PLATFORM = sky130hd
export DESIGN_NAME = PWM_generator
export DESIGN_NICKNAME = PWM_generator
export VERILOG_FILES = /design/flow/design.v
export SDC_FILE = /design/flow/constraint.sdc
export NUM_CORES = 4
export LEC_CHECK = 1
export CORE_AREA = 10 10 70 70
export DIE_AREA = 0 0 80 80
### flow/constraint.sdc
current_design PWM_generator

set clk_period 2.1
set clk_io_pct 0.2

create_clock -name clk0 -period $clk_period [get_ports {clk}]

set non_clock_inputs [all_inputs -no_clocks]
set_input_delay [expr $clk_period * $clk_io_pct] -clock clk0 $non_clock_inputs
set_output_delay [expr $clk_period * $clk_io_pct] -clock clk0 [all_outputs]
==> node_exporter_impl.prom <==
# HELP chip_impl_metric Yosys and OpenROAD flow results
# TYPE chip_impl_metric gauge
chip_impl_metric{name="globalRouteTotalUtil",unit="%"} 3.46
chip_impl_info{name="crit_path_start_kind",value="input port"} 1
chip_impl_metric{name="tool_warnings",unit=""} 25
chip_impl_metric{name="internal_power",unit="uW"} 285
chip_impl_metric{name="globalRoute.totalOverflow",unit=""} 0
chip_impl_metric{name="final.setup_skew",unit="ns"} 0.00711
chip_impl_metric{name="cts_max_level",unit=""} 1
chip_impl_metric{name="antenna_found_initial",unit=""} 0
chip_impl_metric{name="first_global_vias",unit=""} 416
chip_impl_metric{name="route.antenna.diode_count",unit=""} 0
chip_impl_metric{name="avgRoutedWirePerCell",unit="um"} 8.50
chip_impl_metric{name="power",unit="uW"} 374
chip_impl_metric{name="timing_max_transition_violations_final",unit=""} 0
chip_impl_metric{name="dp_area",unit="um^2"} 678
chip_impl_metric{name="fp.dieH",unit="um"} 80
chip_impl_metric{name="fin_worst_hold_slack",unit="ns"} 0.506
chip_impl_info{name="min-delay-path-class",value="flop to flop"} 1
chip_impl_metric{name="floorplan.die_area",unit="um^2"} 6400
chip_impl_info{name="setup_repair_after_global_routing_missed_its_margin",value="no"} 1
chip_impl_metric{name="rows",unit=""} 21
chip_impl_metric{name="final_layout_size_suffix_gt1_share",unit="%"} 5.41
chip_impl_metric{name="dp_cells",unit=""} 116
chip_impl_metric{name="final_cells",unit=""} 120
chip_impl_metric{name="port-buffer-count",unit=""} 10
chip_impl_metric{name="gr-usage-met3",unit="%"} 2.50
chip_impl_metric{name="die.size.x",unit="um"} 80
chip_impl_metric{name="postLayoutSetupSlackWorst",unit="ns"} 0.583
chip_impl_metric{name="dp_slack",unit="ns"} 0.304
chip_impl_metric{name="reg2reg_depth",unit=""} 6
chip_impl_metric{name="leakagePower",unit="nW"} 0.264
chip_impl_metric{name="combinationalPowerShare",unit="%"} 15.4
chip_impl_metric{name="final_cell_area",unit="um^2"} 704
chip_impl_metric{name="filler_cell_count",unit=""} 389
chip_impl_metric{name="final_setup_violation_count",unit=""} 0
chip_impl_metric{name="whs_path_depth",unit=""} 1
chip_impl_metric{name="syn-instance-count",unit=""} 61
chip_impl_metric{name="flow.area_growth_from_synthesis",unit="%"} 32.5
chip_impl_metric{name="worst-slew-pin-transition",unit="ns"} 0.354
chip_impl_metric{name="report.final.hold_viol_count",unit=""} 0
chip_impl_metric{name="power_frac_clock",unit="%"} 35.3
chip_impl_metric{name="timing.final.crit_share",unit="%"} 72.2
chip_impl_metric{name="via_count",unit=""} 439
chip_impl_metric{name="postCtsSetupBuffers",unit=""} 0
chip_impl_info{name="tritoncts",value="yes"} 1
chip_impl_metric{name="cts-resized-gates",unit=""} 0
chip_impl_metric{name="fin_setup_tns",unit="ns"} 0
chip_impl_metric{name="clk_latency",unit="ns"} 0.26
chip_impl_metric{name="worst_ep_arrival_time",unit="ns"} 1.67
chip_impl_metric{name="irDropWorstVdd",unit="mV"} 0.102
chip_impl_metric{name="drtAntennaViolNets",unit=""} 0
chip_impl_info{name="worstPathCellList",value="clkdlybuf4s50_1 -> ha_1 -> nor2b_1 -> o211ai_1 -> a21oi_1 -> o21a_1"} 1
chip_impl_metric{name="timing.max_cap.violations",unit=""} 0
chip_impl_metric{name="coreArea",unit="um^2"} 3420
chip_impl_metric{name="final_util",unit="%"} 20.6
chip_impl_info{name="setup.worst_path.class",value="input port to flop"} 1
chip_impl_metric{name="post_synth_instance_area",unit="um^2"} 532
chip_impl_metric{name="clock_sinks",unit=""} 9
chip_impl_metric{name="p_per_area",unit="nW/um^2"} 531
chip_impl_metric{name="switching_share",unit="%"} 23.6
chip_impl_metric{name="synth_cell_types",unit=""} 16
chip_impl_info{name="status",value="finished, final reports clean"} 1
chip_impl_info{name="critical_path.slowest_cell",value="sky130_fd_sc_hd__clkdlybuf4s50_1"} 1
chip_impl_metric{name="cp_slowest_stage_delay",unit="ns"} 0.41
chip_impl_info{name="timing.critical_path.to_type",value="flop"} 1
chip_impl_metric{name="critical_path.max_fanout",unit=""} 2
chip_impl_metric{name="yosys.stat.chipArea",unit="um^2"} 532
chip_impl_metric{name="required",unit="ns"} 2.26
chip_impl_metric{name="relative_slew_margins",unit="%"} 76.3
chip_impl_metric{name="wirelength",unit="um"} 1020
chip_impl_metric{name="pin_count",unit=""} 11
chip_impl_metric{name="clk_path_buf_depth",unit=""} 2
chip_impl_metric{name="period_needed",unit="ns"} 1.52
chip_impl_metric{name="ys.warnings.count",unit=""} 2
chip_impl_metric{name="floorplanUtilization",unit="%"} 15.6
chip_impl_metric{name="p_seq_share",unit="%"} 49.3
chip_impl_metric{name="postSynthRegisterBits",unit=""} 9
chip_impl_metric{name="place_congestion",unit=""} 0.692
chip_impl_metric{name="drt_pass1_iterations",unit=""} 2
chip_impl_info{name="globalRoute.busiestLayer",value="met2"} 1
chip_impl_metric{name="post-dp-hpwl",unit="um"} 840
chip_impl_info{name="cts.root.buffer_cell",value="sky130_fd_sc_hd__clkbuf_4"} 1
chip_impl_metric{name="drtIter0Drc",unit=""} 15
chip_impl_metric{name="yosysSeqAreaShare",unit="%"} 33.9
chip_impl_metric{name="syn-mean-instance-area",unit="um^2"} 8.72
chip_impl_metric{name="detail_route.drc_violations",unit=""} 0
chip_impl_metric{name="cts-hold-fix-buffers",unit=""} 0
chip_impl_metric{name="via_per_inst",unit=""} 3.66
chip_impl_metric{name="p_switching",unit="uW"} 88.3
chip_impl_metric{name="clk_pin_slew_worst_paths",unit="ns"} 0.06
chip_impl_metric{name="yosysCellCount",unit=""} 61
chip_impl_metric{name="maximum_number_of_pins_on_one_net_before_global_route_repair",unit=""} 10
chip_impl_metric{name="groute.layer.met1.usage",unit="%"} 4.36
chip_impl_metric{name="groute.layer.met2.usage",unit="%"} 4.74
chip_impl_metric{name="max_freq",unit="GHz"} 0.659
chip_impl_metric{name="grt_first_pass_wirelength",unit="um"} 1810
chip_impl_metric{name="number_of_buffers_inserted_during_clock_tree_synthesis",unit=""} 3
## synth_stat cells
cell type	instances	area, um^2
sky130_fd_sc_hd__dfxtp_1	9	180
sky130_fd_sc_hd__ha_1	9	113
sky130_fd_sc_hd__nor2_1	9	33.8
sky130_fd_sc_hd__inv_1	8	30.0
sky130_fd_sc_hd__xnor2_1	6	52.6
sky130_fd_sc_hd__nand3_1	5	25.0
sky130_fd_sc_hd__a21oi_1	4	20.0
sky130_fd_sc_hd__nand4_1	2	12.5
sky130_fd_sc_hd__nor2b_1	2	12.5
sky130_fd_sc_hd__and3_1	1	6.26
sky130_fd_sc_hd__and3_4	1	11.3
sky130_fd_sc_hd__buf_6	1	11.3
sky130_fd_sc_hd__nand2_1	1	3.75
sky130_fd_sc_hd__o211ai_1	1	7.51
sky130_fd_sc_hd__o21a_1	1	7.51
sky130_fd_sc_hd__o21ai_0	1	5.00
## cell type report
cell class                      instances  area (um^2)  share of cell area [%]
Inverter                                8         30.0                    4.26
Timing Repair Buffer                   10          100                    14.2
Tap cell                               46         57.6                    8.17
Clock buffer                            4         26.3                    3.73
Sequential cell                         9          180                    25.6
Multi-Input combinational cell         43          310                    44.0
## critical path: cells and delay by family
family | cells | cell delay, ns
AND-OR/OR-AND | 3 | 0.40
AND/OR/NAND/NOR | 1 | 0.14
buffers and inverters | 1 | 0.41
adder cells (fa/ha/maj) | 1 | 0.31
## cells by family after synthesis
kind of cell             Yosys count  synth area share (%)
XOR/XNOR                           6                  9.88
AND-OR/OR-AND                      7                  7.53
adder cells (fa/ha/maj)            9                  21.2
buffers and inverters              9                  7.76
flip-flops                         9                  33.9
AND/OR/NAND/NOR                   21                  19.8
## power groups by stage
stage	clock network [mW]	logic [mW]	registers, mW
after CTS	0.138	0.0585	0.184
final	0.132	0.0574	0.184
after global routing	0.145	0.0652	0.186
## cell usage in the layout, fill, tap and decap left out, types with 2 or more instances in the layout
| cell | synthesis | layout |
|---|---|---|
| sky130_fd_sc_hd__nor2b_1 | 2 | 2 |
| sky130_fd_sc_hd__nand4_1 | 2 | 2 |
| sky130_fd_sc_hd__a21oi_1 | 4 | 4 |
| sky130_fd_sc_hd__nand3_1 | 5 | 5 |
| sky130_fd_sc_hd__inv_1 | 8 | 8 |
| sky130_fd_sc_hd__dfxtp_1 | 9 | 9 |
| sky130_fd_sc_hd__ha_1 | 9 | 9 |
| sky130_fd_sc_hd__nor2_1 | 9 | 9 |
| sky130_fd_sc_hd__xnor2_1 | 6 | 6 |
| sky130_fd_sc_hd__clkdlybuf4s50_1 | 0 | 10 |
| sky130_fd_sc_hd__clkbuf_4 | 0 | 3 |
## worst paths after layout
path / start / to / slack [ns]
hold / removal: counter_inst.counter_out[0] / counter_inst.counter_out[0] / 0.51
hold reg to reg: counter_inst.counter_out[0] / counter_inst.counter_out[0] / 0.51
setup / recovery: PWM_ontime[1] / PWM_out / 0.58
setup reg to reg: counter_inst.counter_out[1] / PWM_out / 0.72
## layer usage
| metal | part of all wire, % | vias up |
|---|---|---|
| met5 | 0 | - |
| met4 | 0.98 | 0 |
| met3 | 12 | 2 |
| li1 | - | 232 |
| met2 | 40 | 11 |
| met1 | 47 | 194 |
## registers in the layout (all words and copies together), names as in the netlist
register / count
counter_inst.counter_out: 8
PWM_out: 1
Power and IR drop assume default switching activity.
