File: flow/config.mk
export PLATFORM = sky130hd
export DESIGN_NAME = lfsr
export DESIGN_NICKNAME = lfsr
export VERILOG_FILES = /design/flow/design.v
export SDC_FILE = /design/flow/constraint.sdc
export NUM_CORES = 4
export LEC_CHECK = 1
export CORE_AREA = 10 10 70 70
export DIE_AREA = 0 0 80 80
File: flow/constraint.sdc
current_design lfsr

set clk_period 1.6
set clk_io_pct 0.2

create_clock -name clk0 -period $clk_period [get_ports {clk}]

set non_clock_inputs [all_inputs -no_clocks]
set_input_delay [expr $clk_period * $clk_io_pct] -clock clk0 $non_clock_inputs
set_output_delay [expr $clk_period * $clk_io_pct] -clock clk0 [all_outputs]
File: flow/run.sh
#!/bin/bash
# OpenROAD 26Q1-2900-gdf79404cd8, Yosys 0.63+post, stock flow scripts
make -C /OpenROAD-flow-scripts/flow DESIGN_CONFIG=/design/flow/config.mk WORK_HOME=/design/flow/orfs finish
File: flow/design.v
module lfsr (out, clk, rst);
  output reg [7:0] out;
  input clk, rst;
  wire feedback;
  assign feedback = (out[3] ^ out[2] ^ out[5]);
  always @(posedge clk or posedge rst)
  begin
    if (rst)
     out <= 8'b00000001;  
    else
      out <= {out[6:0], feedback};
  end
endmodule
==> results.txt <==
Flow results are below.

- The flow ran to the end, and the final reports show no timing, DRC or antenna violations.
- The kind of path behind the tightest hold check is in -> async, for reference.
- The number of hold-repair buffers added at the cts stage is 0, for reference.
- Once placement completed, the tool counted placed cells totaling 65.
- The placement summary gives the final routability congestion estimate as 0.725.
- The standard cell with the maximum stage delay on the critical path is sky130_fd_sc_hd__clkdlybuf4s50_1, for reference.
- The yosys stat cell total is 10, for reference.
- 0 antenna diodes ended up in the layout.
- In this run the number of cells on the critical path is 1.
- The CTS buffer count is 3, for reference.
- In this run, the clock network consumes 43.1% of the power.
- The net switching power in the latest report is 0.0000667 W.
- The post-synth design cell area is 229 um2, for reference.
- The highest cell delay on the worst timing path is 490 ps, for reference.
- The endpoint identified for the worst register-to-register timing path is out[0].
- The leakage power of the design is 0.190 nW, for reference.
- The total clock sinks is 8, for reference.
- The sequential cells in the finished layout cover a total of 201 um2.
- STA lists the startpoint of the worst register-to-register path as out[2].
- The achievable clock frequency is 691 MHz, for reference.
- The final total negative setup slack is 0 ps, for reference.
- The clock latency on the worst-skew pair is about 250 ps, for reference.
- The layout summary lists the proportion of cells stronger than drive strength 1 as 17.4%.
- The cell area power density is around 900 nW/um2, for reference.
- The switching power as a share of total power is a little under a fifth, for reference.
- The row count is 21, for reference.
- The dominant delay contributor by cell family on the critical path is buffers and inverters, for reference.
- The power report attributes to the sequential group a share of 55.3%.
- Leaving out fill and tap cells, the most frequent cell in the layout is sky130_fd_sc_hd__clkdlybuf4s50_1.
- The clock passes through at most 2 buffers.
- Between the synthesized netlist and the finished layout, the area growth was recorded as 77.0%.
- The slew check shows that the tightest pin keeps a relative margin of 81.6%.
- The via count normalized by instance count is 1.80, for reference.
- The share of the Yosys chip area taken by registers is roughly 90%.
- The tally of max-capacitance violations is 0, for reference.
- The maximum fanout along the worst path is 3, for reference.
- Setup repair after global routing left no endpoint under its margin.
- The overall routed net length is 473 um, for reference.
- The library cell used as clock root buffer is sky130_fd_sc_hd__clkbuf_4, for reference.
- Buffers added to address setup during post-CTS repair amount to 0.
- The chip occupies 6400 um2.
- The final global-route overflow total is 0, for reference.
- The critical path endpoint has a required time of 1280 ps.
- The largest registers in the layout are out x8.
- The clock-pin slew on the worst setup and hold paths is 60 ps, for reference.
- For the worst setup path, the data arrival time is 1130 ps.
- The number of distinct library cell variants in the gate-level netlist after synthesis is 4, for reference.
- The DRC violation count after routing is 0, for reference.
- For the pin with the worst max-slew slack, the measured transition is 276 ps.
- The internal portion of the total power is about 0.00030 W.
- More flip-flops sit in one register than any other, and that register is out.
- The number of buffers and inverters on the critical path is 1, for reference.
- The number of buffer cells added on primary ports is 9, for reference.
- Global routing used around 1.7% of the available tracks across all layers.
- The total I/O pin count is 10, for reference.
- The share of the core filled by cells before placement is 6.70%, for reference.
- The violation count after the first detailed-route iteration is 13, for reference.
- The clock tree from TritonCTS is built, for reference.
- The number of antenna violations at the first check in global routing is 0, for reference.
- The startpoint kind of the worst setup timing path is a flop, for reference.
- In the final report, the number of hold violations comes to 0.
- The depth of the most critical reg-to-reg path is 1, for reference.
- The die boundary width is about 80 um, for reference.
- The via count is 124, for reference.
- The register with the most flip-flops in the layout has 8 of them.
- The flop-to-flop setup slack is 740 ps, for reference.
- The die is 80 um tall.
- The combinational gate area is between 20 and 25 um2, for reference.
- The report lists the cells along the critical path as clkdlybuf4s50_1.
- Once layout is complete, the cells apart from fillers number 69.
- The stage logs contain a warning count of 25.
- For the finished layout, the period the worst path requires is 1450 ps.
- The post-synth register bit count is 8.
- The maximum number of pins on one net before global-route repair is 9, for reference.
- The number of routed nets with antenna violations is 0, for reference.
- The tightest hold margin is 306 ps, for reference.
- The cell count after synthesis came out at 10.
- The max-slew violation count is 0, for reference.
- The endpoint class of the critical path is an output pin, for reference.
- For this run, the number of Yosys warnings is 1.
- Per the CTS log, the maximum H-tree level is 1.
- In the setup report, the worst path falls into the class reg -> out.
- The analysis reports a worst IR drop on VDD of 0.164 mV.
- The share of the clock period used by the worst path is 90.5%, for reference.
- Combinational cells account for 1.6% of the total power.
- In the log, the iteration count for the first detailed-route pass is 2.
- The final setup skew is 10.2 ps, for reference.
- The first global-routing pass estimated 772 um of wire.
- The number of global-route vias before repair is 156, for reference.
- The report lists the number of cells resized after CTS as 0.
- After filler insertion, the fill cell instance count of the layout stands at 387.
- In the layout the commonest cells are sky130_fd_sc_hd__clkdlybuf4s50_1, sky130_fd_sc_hd__dfrtp_1, sky130_fd_sc_hd__clkbuf_4.
- The script logs the mean routed wire length per placed instance as 6.86 um.
- The yosys synthesis chip area is 229 um2, for reference.
- Averaged over all synthesized cells, the footprint is 22.9 um2.
- The final report lists the setup-violating endpoint count as 0.
- The area of the core is 3420 um2, for reference.
-- cell usage after synthesis, drive strengths merged --
| cell type | instances | share of area (%) |
|---|---|---|
| dfrtp | 7 | 77 |
| dfstp | 1 | 11 |
| inv | 1 | 1.6 |
| xor3 | 1 | 10 |
-- layer usage --
metal  part of all wire [%]  wire length [um]  track usage [%]
met2                     22               102             1.44
met4                      0                 0            0.704
met1                     45               213             1.83
met3                     33               156             2.50
met5                      0                 0                0
-- area by class of cell --
cell class | count | area share (%)
Clock buffer | 4 | 6.48
Inverter | 1 | 0.926
Multi-Input combinational cell | 1 | 5.86
Sequential cell | 8 | 49.7
Tap cell | 46 | 14.2
Timing Repair Buffer | 9 | 22.8
-- power by group through the flow --
stage | registers (W) | clock network [W] | logic (W)
global route | 0.000202 | 0.000189 | 0.00000713
CTS | 0.000203 | 0.000168 | 0.00000621
finish | 0.000203 | 0.000158 | 0.00000598
-- worst max-delay path by stage --
stage | startpoint | end | slack, ps
final | out[3] | out[3] | 150
after global routing | out[3] | out[3] | 90
after CTS | out[0] | out[0] | 10
-- stage by stage --
stage / util [%] / cell area [um2] / setup slack, ps / total power [W]
2_1_floorplan: - / 229 / 794 / 0.000209
3_3_place_gp: 11.0 / 377 / 284 / 0.000212
3_5_place_dp: 11.0 / 377 / 295 / 0.000212
4_1_cts: 11.8 / 403 / 13.5 / 0.000377
5_1_grt: 11.9 / 405 / 89.8 / 0.000398
6_report: 11.9 / 405 / 152 / 0.000367
-- cell families (layout without fill, tap and decap cells) --
family,count (synthesis),after routing,synth area share [%]
buffers and inverters,1,14,1.64
DFF,8,8,88.0
xor gates and xnor gates,1,1,10.4
Power and IR drop assume default switching activity.
